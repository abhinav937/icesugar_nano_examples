File: flow/run.sh
#!/bin/bash
# OpenROAD 26Q1-2900-gdf79404cd8, Yosys 0.63+post, stock flow scripts
make -C /OpenROAD-flow-scripts/flow DESIGN_CONFIG=/design/flow/config.mk WORK_HOME=/design/flow/orfs finish
File: flow/config.mk
export PLATFORM = sky130hd
export DESIGN_NAME = pwm_microcontroller
export DESIGN_NICKNAME = pwm_microcontroller
export VERILOG_FILES = /design/flow/design.v
export SDC_FILE = /design/flow/constraint.sdc
export NUM_CORES = 4
export LEC_CHECK = 1
export CORE_UTILIZATION = 40
File: flow/constraint.sdc
current_design pwm_microcontroller

set clk_period 12.1
set clk_io_pct 0.2

create_clock -name clk0 -period $clk_period [get_ports {clk}]

set non_clock_inputs [all_inputs -no_clocks]
set_input_delay [expr $clk_period * $clk_io_pct] -clock clk0 $non_clock_inputs
set_output_delay [expr $clk_period * $clk_io_pct] -clock clk0 [all_outputs]
File: flow/design.v
module pwm_microcontroller(
    input clk,            
    input RX,             
    output TX,            
    output pwm0,          
    output pwm1           
);
    parameter PWM_BITS = 8;
    parameter PWM_FREQ = 1000;           
    parameter PWM_PERIOD = CLK_FREQ / PWM_FREQ;  
    parameter BAUD_RATE = 115200;
    parameter CLK_FREQ = 12000000;
    parameter BAUD_COUNT = CLK_FREQ / BAUD_RATE;
    reg [PWM_BITS-1:0] pwm0_duty = 0;
    reg [PWM_BITS-1:0] pwm1_duty = 0;
    reg [15:0] pwm_counter = 0;   
    reg [7:0] rx_data = 8'h00;
    reg rx_valid = 1'b0;
    reg [2:0] rx_state = 3'b000;
    reg [15:0] baud_counter = 16'h0000;
    reg [2:0] bit_counter = 3'b000;
    reg rx_sync1 = 1'b1, rx_sync2 = 1'b1;
    reg tx_busy = 0;
    reg tx_start = 0;
    reg [7:0] tx_data = 8'h00;
    reg [3:0] tx_bit_counter = 0;
    reg [15:0] tx_baud_counter = 0;
    reg tx_reg = 1'b1;
    assign TX = tx_reg;
    reg [7:0] instr = 0;
    reg [7:0] data = 0;
    reg waiting_for_data = 0;
    always @(posedge clk) begin
        rx_sync1 <= RX;
        rx_sync2 <= rx_sync1;
    end
    always @(posedge clk) begin
        rx_valid <= 1'b0;
        case (rx_state)
            3'b000: begin  
                if (rx_sync2 == 1'b0) begin
                    rx_state <= 3'b001;
                    baud_counter <= 16'h0000;
                    bit_counter <= 3'b000;
                end
            end
            3'b001: begin  
                if (baud_counter >= (BAUD_COUNT >> 1)) begin
                    if (rx_sync2 == 1'b0) begin
                        rx_state <= 3'b010;
                        baud_counter <= 16'h0000;
                    end else begin
                        rx_state <= 3'b000;
                    end
                end else begin
                    baud_counter <= baud_counter + 16'h0001;
                end
            end
            3'b010: begin  
                if (baud_counter >= BAUD_COUNT) begin
                    rx_data[bit_counter] <= rx_sync2;
                    baud_counter <= 16'h0000;
                    bit_counter <= bit_counter + 3'b001;
                    if (bit_counter == 3'b111) begin
                        rx_state <= 3'b100;
                    end
                end else begin
                    baud_counter <= baud_counter + 16'h0001;
                end
            end
            3'b100: begin  
                if (baud_counter >= BAUD_COUNT) begin
                    if (rx_sync2 == 1'b1) begin
                        rx_valid <= 1'b1;
                    end
                    rx_state <= 3'b000;
                    baud_counter <= 16'h0000;
                end else begin
                    baud_counter <= baud_counter + 16'h0001;
                end
            end
            default: begin
                rx_state <= 3'b000;
                baud_counter <= 16'h0000;
            end
        endcase
    end
    always @(posedge clk) begin
        if (rx_valid) begin
            if (!waiting_for_data) begin
                instr <= rx_data;
                if (rx_data == 8'h01 || rx_data == 8'h02) begin
                    waiting_for_data <= 1;
                end else if (rx_data == 8'hFF) begin
                    pwm0_duty <= 0;
                    pwm1_duty <= 0;
                    tx_data <= 8'hAA;  
                    tx_start <= 1;
                end
            end else begin
                data <= rx_data;
                if (instr == 8'h01) pwm0_duty <= rx_data;
                else if (instr == 8'h02) pwm1_duty <= rx_data;
                tx_data <= 8'h55;  
                tx_start <= 1;
                waiting_for_data <= 0;
            end
        end else begin
            tx_start <= 0;
        end
    end
    always @(posedge clk) begin
        if (tx_start && !tx_busy) begin
            tx_busy <= 1;
            tx_bit_counter <= 0;
            tx_baud_counter <= 0;
        end
        if (tx_busy) begin
            if (tx_baud_counter == 0) begin
                case (tx_bit_counter)
                    0: tx_reg <= 1'b0;  
                    1: tx_reg <= tx_data[0];
                    2: tx_reg <= tx_data[1];
                    3: tx_reg <= tx_data[2];
                    4: tx_reg <= tx_data[3];
                    5: tx_reg <= tx_data[4];
                    6: tx_reg <= tx_data[5];
                    7: tx_reg <= tx_data[6];
                    8: tx_reg <= tx_data[7];
                    9: tx_reg <= 1'b1;  
                    default: begin
                        tx_reg <= 1'b1;
                        tx_busy <= 0;
                        tx_bit_counter <= 0;
                    end
                endcase
                tx_bit_counter <= tx_bit_counter + 1;
            end
            tx_baud_counter <= (tx_baud_counter == BAUD_COUNT-1) ? 0 : tx_baud_counter + 1;
        end
    end
    always @(posedge clk) begin
        if (pwm_counter == PWM_PERIOD-1) pwm_counter <= 0;
        else pwm_counter <= pwm_counter + 1;
    end
    assign pwm0 = (pwm_counter < ((pwm0_duty * PWM_PERIOD) >> 8)) ? 1'b0 : 1'b1;
    assign pwm1 = (pwm_counter < ((pwm1_duty * PWM_PERIOD) >> 8)) ? 1'b0 : 1'b1;
endmodule
==> reports/qor.log <==
[critical_path] arrival time of data at the critical path endpoint 5.93 ns
[routing] iteration tally of the first detailed-router pass 4
[routing] final antenna-violating net count 0
[sta] final total negative setup slack 0 ns
[routing] DRT met1 WL 6560 um
[routing] Ant. Diodes 0
[routing] detailed-route wire length per cell 12.6 um
[grt] via count of the first global-routing pass 5104
[yosys] synth warn 1
[routing] count of vias placed by the detailed router 5330
[critical_path] Critical path origin pwm1_duty[5]
[yosys] instance tally after logic synthesis 808
[grt] number of antenna violations at the first check in global routing 0
[sta] total count of max-transition violations in the final report 0
[hold_path] class of the worst hold path reg2reg
[sta] pin slew with the least headroom to its limit 0.772 ns
[yosys] post-synthesis cell type with the largest instance count inv_1
[clock_network] CTS H-Tree Depth 3
[floorplan] # rows 51
[placement] count of buffers inserted at the top-level ports 4
[yosys] part of the Yosys area used for sequential elements 0.318
[yosys] distinct lib cells 55
[sta] worst-case clock skew 0.0123 ns
[yosys] ys cells 808
[yosys] Mapped Avg Cell Area 9.96 um^2
[outcome] result of the run complete, no violations
[floorplan] full die area 20700 um^2
[routing] Met3 Wirelength 546 um
[routing] remaining routing DRC violations 0
[sta] min cycle time layout 8.35 ns
[finish] largest registers ranked by flip-flop count baud_counter (16), pwm_counter (16), tx_baud_counter (16)
[routing] aggregate routed wire length 13700 um
[placement] setup slack after placement 4.09 ns
[floorplan] count of pins on the block boundary 5
[yosys] main area contributors after synthesis edfxtp_1 22%, ha_1 18%, fa_1 12%
[grt] largest net degree at the start of global routing 20
[finish] layout cells sized above 1 0.0352
[run] total number of warnings across the stage logs 35
[clock_network] TritonCTS clock tree done
[clock_network] number of setup buffers added after CTS 0
[critical_path] Worst Path Class, Setup reg2out
[sta] unrepaired setup endpoints after global routing no
[placement] dpl hpwl 11100 um
[yosys] number of synthesized flops with an enable pin 58
[routing] Starting DRT DRC Count 120
[critical_path] category of cells accounting for the largest share of critical-path delay adder cells
[sta] maximum clock frequency 0.120 GHz
[yosys] cell taking the most area after synthesis edfxtp_1
[placement] final estimated routing congestion in global placement 0.897
[run] max-cap violations 0
[sta] Final Cycle Share 0.690
[pwr] peak ir drop on the vdd network 0.0839 mV
[hold_path] beginning of the worst hold path rx_sync1
[routing] DR WL met2 6410 um
[sta] setup-violating endpoint count in the final report 0
[finish] Fill cells 1864
[yosys] main flop type after synthesis edfxtp_1
[routing] Via-to-Cell Ratio 4.90
[clock_network] number of sinks handled by clock tree synthesis 99
[floorplan] standard cell core area 19600 um^2
[clock_network] clock buffer count from CTS 9
[yosys] Max-area cell share 0.216
[critical_path] required arrival time at the worst endpoint 9.68 ns
[yosys] Syn Std Cell Area 8050 um^2
[yosys] async set-reset flop share out of synthesis 0
[critical_path] worst path cell trace inv_1 -> fa_1 -> fa_1 -> inv_1 -> fa_1 -> inv_1 -> fa_1 -> inv_1 -> ha_1 -> a2111oi_0 -> o21ai_1 -> a2111oi_0 -> nor3_1 -> xnor2_1 -> ha_1 -> or4_1 -> a21oi_1 -> o21a_1 -> o21ai_0 -> clkdlybuf4s50_1
[grt] total routing usage reported by global routing 0.149
[grt] aggregate global routing overflow 0
[routing] top routing layer in use met4
[critical_path] Reg2Reg Launch Point rx_state[2]
[yosys] summed standard-cell area reported by yosys 8050 um^2
[yosys] synthesized flop and latch total 99
[critical_path] worst-path fanout max 5
[yosys] top cells by instance count after synthesis 136 x inv_1, 117 x ha_1, 58 x edfxtp_1, 49 x fa_1
[critical_path] nature of the critical path startpoint flop
[clock_network] clk latency late pin 0.35 ns
[critical_path] number of buffers and inverters on the critical path 5
[critical_path] standard cell with the maximum stage delay on the critical path fa_1
[critical_path] max incr delay on CP 0.55 ns
[floorplan] die width 144 um
[sta] Final Hold Viols 0
[critical_path] Worst setup EP type output port
[sta] max-slew headroom at the worst pin 0.486
[pwr] leakage component of the power 4.04 nW
[pwr] pwr dens 85.1 nW/um^2
[clock_network] buffers from clock root to sink, at most 2
[floorplan] die height 144 um
[clock_network] clock transition time at the flip-flop clock pins of the worst setup and hold paths 0.08 ns
[floorplan] floorplan-stage core utilization 0.411
[clock_network] root buffer cell clkbuf_16
[sta] Hold Slack 0.333 ns
[clock_network] post-CTS sizing 0
[grt] first-pass GRT wire length 23500 um
[clock_network] cts hold-fix bufs 0
[sta] final worst setup slack 3.75 ns
[finish] layout-stage area growth over the synthesis result 7.99%
-- layer usage --
layer  up-vias  global-route usage
met4         0              0.0140
met2        57               0.243
li1       2809                   -
met1      2455               0.214
met5         -                   0
met3         9              0.0397
-- cell type report --
cell class / count / area, um^2 / area share
multi-input cells: 567 / 4950 / 0.569
flip-flops and latches: 99 / 2560 / 0.295
inverters: 136 / 510 / 0.0587
well taps: 265 / 332 / 0.0382
clock buffers: 10 / 229 / 0.0263
clock inverters: 6 / 60.1 / 0.00691
repair buffers: 5 / 47.5 / 0.00547
-- where the power goes --
group	switching, mW	leakage, nW	internal (mW)
Clock	0.129	0.142	0.144
Sequential	0.0153	0.900	0.370
Combinational	0.0492	3.00	0.0314
-- stage by stage --
step,util,instances,cell area [um^2],power [mW]
after floorplan,-,808,8050,0.458
after global placement,0.429,1072,8400,0.473
after detailed placement,0.429,1072,8400,0.473
after CTS,0.444,1088,8690,0.751
after global routing,0.444,1088,8690,0.777
final,0.444,1088,8690,0.740
-- cells by family after synthesis --
group	Yosys count	share of synthesized area
xor+xnor	54	0.0588
mux	7	0.00933
compound gates	129	0.104
fa+ha+maj	166	0.304
simple gates	211	0.139
buf+inv	142	0.0666
flops	99	0.318
-- cells in the final DEF, fill, tap and decap left out, types with 3 or more instances in the layout --
master,Yosys,final
a41oi_1,4,4
or2_2,3,3
o21bai_1,9,9
xor2_1,35,35
clkbuf_16,0,9
a2111oi_0,3,3
ha_1,117,117
xnor2_1,19,19
a21oi_1,31,31
and3_1,9,9
nor2_1,45,45
mux2_2,4,4
and2_1,21,21
o21ai_0,27,27
a21o_1,20,20
o211ai_1,10,10
inv_1,136,136
a31oi_1,4,4
nand2_1,45,45
dfxtp_1,41,41
or3_1,5,5
nand4_1,14,14
nand2b_1,6,6
fa_1,49,49
edfxtp_1,58,58
o21ai_1,3,3
or4_1,4,4
nor2b_1,5,5
o211a_1,3,3
clkdlybuf4s50_1,0,4
nand3_1,19,19
mux2i_1,3,3
nor3_1,10,10
a211oi_1,5,5
nor4_1,9,9
-- path summary, 6_finish.rpt --
check	end	slack, ns	cells after the start
hold / removal	rx_sync2	0.33	0
setup reg to reg	rx_data[3]	10.12	2
setup / recovery	pwm1	3.75	20
hold reg to reg	rx_sync2	0.33	0
Power figures rest on the tool's default switching activity, not on a simulated workload.
