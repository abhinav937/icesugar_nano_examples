`design.v`:
```
module lowpass_pwm_uart (
    input CLK,       
    output B6,       
    output PMOD1,    
    output PMOD3,    
    output PMOD5,    
    output PMOD7,    
    output PMOD2,    
    output PMOD4,    
    output PMOD6,    
    output PMOD8     
);
    parameter CLK_FREQ = 12_000_000;
    parameter PWM_FREQ = 1000;
    parameter PWM_PERIOD = CLK_FREQ / PWM_FREQ;  
    parameter FILTER_ALPHA_SHIFT = 16;  
    reg [31:0] pwm_counter = 0;  
    reg [7:0] duty_cycle = 0;
    reg pwm_out = 0;
    reg direction = 0;
    always @(posedge CLK) begin
        if (pwm_counter < PWM_PERIOD - 1)
            pwm_counter <= pwm_counter + 1;
        else
            pwm_counter <= 0;
        pwm_out <= (pwm_counter < ((duty_cycle * PWM_PERIOD) >> 8));
        if (pwm_counter == 0) begin
            if (!direction) begin
                if (duty_cycle < 255) duty_cycle <= duty_cycle + 1;
                else direction <= 1;
            end else begin
                if (duty_cycle > 0) duty_cycle <= duty_cycle - 1;
                else direction <= 0;
            end
        end
    end
    reg [23:0] filter_accum = 0;
    always @(posedge CLK) begin
        filter_accum <= filter_accum - (filter_accum >> FILTER_ALPHA_SHIFT) + (pwm_out ? 8'd255 : 8'd0);
    end
    wire [7:0] filter_out = filter_accum >> FILTER_ALPHA_SHIFT;
    reg [31:0] led_pwm_counter = 0;
    reg led_pwm_out = 0;
    always @(posedge CLK) begin
        if (led_pwm_counter < PWM_PERIOD - 1)
            led_pwm_counter <= led_pwm_counter + 1;
        else
            led_pwm_counter <= 0;
        led_pwm_out <= (led_pwm_counter < ((filter_out * PWM_PERIOD) >> 8));
    end
    assign B6 = led_pwm_out;
    reg [7:0] filter_sample = 0;
    always @(posedge CLK) begin
        if (pwm_counter == 0)  
            filter_sample <= filter_out;
    end
    assign PMOD2 = (filter_sample >= 8'd32);    
    assign PMOD4 = (filter_sample >= 8'd64);    
    assign PMOD6 = (filter_sample >= 8'd96);    
    assign PMOD8 = (filter_sample >= 8'd128);   
    assign PMOD1 = (filter_sample >= 8'd160);   
    assign PMOD3 = (filter_sample >= 8'd192);   
    assign PMOD5 = (filter_sample >= 8'd224);   
    assign PMOD7 = (filter_sample >= 8'd255);   
endmodule
```
`run.sh`:
```
#!/bin/bash
# OpenROAD 26Q1-2900-gdf79404cd8, Yosys 0.63+post, stock flow scripts
make -C /OpenROAD-flow-scripts/flow DESIGN_CONFIG=/design/flow/config.mk WORK_HOME=/design/flow/orfs finish
```
`config.mk`:
```
export PLATFORM = sky130hd
export DESIGN_NAME = lowpass_pwm_uart
export DESIGN_NICKNAME = lowpass_pwm_uart
export VERILOG_FILES = /design/flow/design.v
export SDC_FILE = /design/flow/constraint.sdc
export NUM_CORES = 4
export LEC_CHECK = 1
export CORE_UTILIZATION = 30
```
`constraint.sdc`:
```
current_design lowpass_pwm_uart

set clk_period 16.5
set clk_io_pct 0.2

create_clock -name clk0 -period $clk_period [get_ports {CLK}]

set non_clock_inputs [all_inputs -no_clocks]
set_input_delay [expr $clk_period * $clk_io_pct] -clock clk0 $non_clock_inputs
set_output_delay [expr $clk_period * $clk_io_pct] -clock clk0 [all_outputs]
```
==> notes.md <==
Notes on the flow run.

- For this run, the number of standard cells in the final layout without fillers is 1346.
- For this run, the script counts the antenna cells in the layout as 0.
- Leaving out fill and tap cells, the most frequent cell in the layout is sky130_fd_sc_hd__inv_1.
- The floorplan step defined a die boundary enclosing 29160 um^2.
- The cell chosen for the clock root is sky130_fd_sc_hd__clkbuf_16, for reference.
- The average detailed-routed wire length per instance is 11.08 um, for reference.
- Detailed placement finished with a half-perimeter wire length of 12.18 mm.
- In the log, the iteration count for the first detailed-route pass is 6.
- Entering global routing, the biggest net connects 25 pins.
- Across all layers, the routed design uses 5937 vias.
- Counting tap cells, the placed design contains a total of 1330 instances.
- In the final layout, the share of cells above drive strength 1 is 2.376%.
- According to the Yosys statistics, the synthesized design has a chip area of 8546 um^2.
- STA classifies the critical path endpoint as a flip-flop.
- In this run the remaining antenna-violating nets after routing total 0.
- The sink count of the clock tree is 107, for reference.
- According to the floorplan report, the die height is 170.8 um.
- The total tool warning count is 33, for reference.
- The required time of the worst setup path is 16810 ps, for reference.
- The number of buffers added on ports is 9, for reference.
- The max-slew headroom at the worst pin is 64.77%, for reference.
- The number of placement rows is 61, for reference.
- Setup slack closes at 11160 ps.
- The depth of the CTS H-tree is 3, for reference.
- The die is 170.8 um wide.
- The critical path is of the reg -> reg type.
- The final layout reports a setup TNS of 0 ps.
- The first global-routing pass estimated 26.21 mm of wire.
- In the final report, the number of hold violations comes to 0.
- The via count of the first global-routing pass is 5734, for reference.
- Looking at the max-slew report, the worst-margin pin has a slew of 523.0 ps.
- The clock transition at the register clock pins on the worst setup and hold paths after CTS is 90 ps, for reference.
- The global placement routability congestion is 0.9308, for reference.
- The detailed router finished its first iteration with 315 violations.
- At the floorplan stage, the core utilization is reported as 30.59%.
- The instance tally after logic synthesis is 912, for reference.
- Data arrives at the worst endpoint at 5650 ps.
- Setup repair after global routing left no endpoint under its margin.
- Post-CTS repair ended up resizing 0 cells.
- Per the TritonCTS log, the buffer count is 9.
- The run finished with clean final reports.
- The synthesis-to-finish area growth is 11.82%, for reference.
- The post-layout minimum cycle time is 5343 ps, for reference.
- The post-synth count of flops with an enable pin is 17.
- For this run, the total global-route usage over all layers was measured as 11.28%.
- After clock tree synthesis, the flow added hold-fix buffers numbering 0.
- The highest attainable clock frequency is 187.1 MHz, for reference.
- The top-level port count is 10, for reference.
- Counting flops and latches in the post-synthesis netlist gives 107.
- The clock tree buffer depth is 2, for reference.
- The number of max-capacitance violations reported is 0, for reference.
- The worst clock skew is 13.87 ps, for reference.
- Per the synth stats, the proportion of register bits with asynchronous set or reset is 0%.
- In this run the cell area of the synthesized design comes to 8546 um^2.
- Summed over all layers, the global routing overflow is 0.
- OpenSTA, run right after detailed placement, puts the worst setup slack at 11200 ps.
- The number of cells in Yosys stat is 912, for reference.
- The number of antenna violations at the first check in global routing was 0.
- The worst-path maximum fanout is 8, for reference.
- TritonCTS built the clock tree.
- The number of setup buffers added after CTS is 0, for reference.
- The class of the most critical hold timing path is reg -> reg, for reference.
- The yosys synthesis warning count is 1, for reference.
- Ranking logic cells in the layout by count gives the top entries sky130_fd_sc_hd__inv_1 (179), sky130_fd_sc_hd__ha_1 (140), sky130_fd_sc_hd__dfxtp_1 (90), sky130_fd_sc_hd__nor2_1 (66), sky130_fd_sc_hd__fa_1 (59).
- Counting pins that exceed their max-slew limit in the final report gives 0.
- The number of DRC violations after detailed routing is 0, for reference.
- The count of distinct cell types in the synthesized netlist is 53, for reference.
- The clock insertion delay at the later pin of the skew report is 360 ps, for reference.
- The detailed router reported a total wirelength of 14.91 mm.
- The startpoint type of the worst setup path is a flip-flop, for reference.
- The count of fill cells added during filler insertion is 2832, for reference.
- Averaged over all synthesized cells, the footprint is 9.370 um^2.
- Per the detail_route report, vias per standard cell equal 4.411.
- The core outline area is 27930 um^2, for reference.
- The end-of-flow timing check tallies setup violations at 0.
- After layout, the worst path uses 32.38% of the clock period.
- Among all flip-flop cells after synthesis, the most frequent one is sky130_fd_sc_hd__dfxtp_1.
- Sequential cells were found to cover 27.06% of the synthesized design area.
worst max-delay path: stages (launching register included):
cell	delay [ps]
sky130_fd_sc_hd__dfxtp_1	430
sky130_fd_sc_hd__fa_1	580
sky130_fd_sc_hd__inv_1	70
sky130_fd_sc_hd__fa_1	500
sky130_fd_sc_hd__inv_1	60
sky130_fd_sc_hd__fa_1	530
sky130_fd_sc_hd__inv_1	50
sky130_fd_sc_hd__fa_1	540
sky130_fd_sc_hd__inv_1	50
sky130_fd_sc_hd__ha_1	320
sky130_fd_sc_hd__o21a_1	190
sky130_fd_sc_hd__a211oi_1	350
sky130_fd_sc_hd__nor2_1	160
sky130_fd_sc_hd__a31oi_1	270
sky130_fd_sc_hd__xor2_1	200
sky130_fd_sc_hd__ha_1	270
sky130_fd_sc_hd__a21o_1	160
sky130_fd_sc_hd__a21oi_1	130
sky130_fd_sc_hd__nor2b_1	60
sky130_fd_sc_hd__o2111ai_1	170
sky130_fd_sc_hd__o2111ai_1	120
sky130_fd_sc_hd__nor2_1	90
final timing paths:
kind / start / endpoint / slack, ps / cells past startpoint
max: filter_accum[21] / led_pwm_out / 11160 / 21
min: pwm_counter[0] / pwm_counter[0] / 470 / 1
max reg2reg: filter_accum[21] / led_pwm_out / 11160 / 21
min reg2reg: pwm_counter[0] / pwm_counter[0] / 470 / 1
flip-flops by register name, summed over array words and instances (netlist names):
register         count
led_pwm_counter     32
direction            1
duty_cycle           8
filter_sample        8
pwm_counter         32
led_pwm_out          1
pwm_out              1
filter_accum        24
Yosys cell counts, drive strengths merged, types with 17 or more instances:
library cell  instances  area [um^2]
o21ai                25        125.1
ha                  140         1752
a21o                 25        187.7
xnor2                44        385.4
fa                   59         1181
xor2                 24        210.2
a21oi                54        274.0
inv                 179        671.9
nand3                25        125.1
dfxtp                90         1802
nand2                23        86.33
edfxtp               17        510.5
nor2                 66        247.7
cell type report:
class	count	area (um^2)	area share (%)
tap	378	473.0	4.950
sequential	107	2312	24.20
inverter	179	671.9	7.032
clock inverter	7	101.3	1.061
multi-input combinational	656	5674	59.38
timing repair buffer	10	97.59	1.021
clock buffer	9	225.2	2.357
metrics by stage:
| stage | hold WS (ps) | utilization (%) | cell area, um^2 |
|---|---|---|---|
| 2_1_floorplan | 425.2 | - | 8677 |
| 3_3_place_gp | 444.6 | 33.04 | 9229 |
| 3_5_place_dp | 455.7 | 33.04 | 9229 |
| 4_1_cts | 477.4 | 34.21 | 9555 |
| 5_1_grt | 495.5 | 34.21 | 9555 |
| 6_report | 469.3 | 34.21 | 9555 |
metal layers:
metal | GRT usage, % | vias up | wire length, um | part of all wire [%]
met4 | 1.253 | 0 | 191 | 1.3
met3 | 2.285 | 10 | 532 | 3.6
met1 | 17.06 | 2707 | 7691 | 52
met5 | 0 | - | 0 | 0
met2 | 17.44 | 82 | 6496 | 44
li1 | - | 3138 | - | -
kinds of logic after synthesis:
logic type / synth area share [%]
flops: 27.06
fa+ha+maj: 34.32
xor+xnor: 6.969
buf+inv: 8.082
compound gates: 13.07
simple gates: 10.45
other cells: 0.04388
