--- design/flow/run.sh ---
#!/bin/bash
# OpenROAD 26Q1-2900-gdf79404cd8, Yosys 0.63+post, stock flow scripts
make -C /OpenROAD-flow-scripts/flow DESIGN_CONFIG=/design/flow/config.mk WORK_HOME=/design/flow/orfs finish
--- design/flow/config.mk ---
export PLATFORM = sky130hd
export DESIGN_NAME = train_leds
export DESIGN_NICKNAME = train_leds
export VERILOG_FILES = /design/flow/design.v
export SDC_FILE = /design/flow/constraint.sdc
export NUM_CORES = 4
export LEC_CHECK = 1
export CORE_UTILIZATION = 30
--- design/flow/constraint.sdc ---
current_design train_leds

set clk_period 6.1
set clk_io_pct 0.2

create_clock -name clk0 -period $clk_period [get_ports {CLK}]

set non_clock_inputs [all_inputs -no_clocks]
set_input_delay [expr $clk_period * $clk_io_pct] -clock clk0 $non_clock_inputs
set_output_delay [expr $clk_period * $clk_io_pct] -clock clk0 [all_outputs]
--- design/flow/design.v ---
module train_leds (
    input CLK,        
    output PMOD1,     
    output PMOD3,     
    output PMOD5,     
    output PMOD7,     
    output PMOD2,     
    output PMOD4,     
    output PMOD6,     
    output PMOD8      
);
    parameter PWM_PERIOD = 21'd4_000;    
    parameter STEP = PWM_PERIOD / 100;    
    parameter THROB_STEP = 21'd200;        
    reg [20:0] pwm_counter = 0;           
    reg [2:0] head_pos = 0;              
    reg direction = 0;                    
    reg [15:0] throb_counter = 0;         
    reg [20:0] duty_cycle [0:7];          
    assign PMOD1 = (pwm_counter < duty_cycle[0]) ? 1'b1 : 1'b0;  
    assign PMOD3 = (pwm_counter < duty_cycle[1]) ? 1'b1 : 1'b0;  
    assign PMOD5 = (pwm_counter < duty_cycle[2]) ? 1'b1 : 1'b0;  
    assign PMOD7 = (pwm_counter < duty_cycle[3]) ? 1'b1 : 1'b0;  
    assign PMOD2 = (pwm_counter < duty_cycle[4]) ? 1'b1 : 1'b0;  
    assign PMOD4 = (pwm_counter < duty_cycle[5]) ? 1'b1 : 1'b0;  
    assign PMOD6 = (pwm_counter < duty_cycle[6]) ? 1'b1 : 1'b0;  
    assign PMOD8 = (pwm_counter < duty_cycle[7]) ? 1'b1 : 1'b0;  
    initial begin
        duty_cycle[0] = 0;
        duty_cycle[1] = 0;
        duty_cycle[2] = 0;
        duty_cycle[3] = 0;
        duty_cycle[4] = 0;
        duty_cycle[5] = 0;
        duty_cycle[6] = 0;
        duty_cycle[7] = 0;
    end
    always @(posedge CLK) begin
        if (pwm_counter < PWM_PERIOD) begin
            pwm_counter <= pwm_counter + 1;
        end else begin
            pwm_counter <= 0;
            throb_counter <= throb_counter + 1;
            if (throb_counter >= THROB_STEP) begin  
                throb_counter <= 0;
                if (direction == 0) begin  
                    if (head_pos < 7) begin
                        head_pos <= head_pos + 1;
                    end else begin
                        direction <= 1;  
                    end
                end else begin  
                    if (head_pos > 0) begin
                        head_pos <= head_pos - 1;
                    end else begin
                        direction <= 0;  
                    end
                end
                case (head_pos)
                    0: begin
                        duty_cycle[0] = PWM_PERIOD;
                        duty_cycle[1] = PWM_PERIOD * 85 / 100;
                        duty_cycle[2] = PWM_PERIOD * 70 / 100;
                        duty_cycle[3] = PWM_PERIOD * 55 / 100;
                        duty_cycle[4] = PWM_PERIOD * 40 / 100;
                        duty_cycle[5] = PWM_PERIOD * 25 / 100;
                        duty_cycle[6] = PWM_PERIOD * 25 / 100;
                        duty_cycle[7] = PWM_PERIOD * 25 / 100;
                    end
                    1: begin
                        duty_cycle[0] = PWM_PERIOD * 85 / 100;
                        duty_cycle[1] = PWM_PERIOD;
                        duty_cycle[2] = PWM_PERIOD * 85 / 100;
                        duty_cycle[3] = PWM_PERIOD * 70 / 100;
                        duty_cycle[4] = PWM_PERIOD * 55 / 100;
                        duty_cycle[5] = PWM_PERIOD * 40 / 100;
                        duty_cycle[6] = PWM_PERIOD * 25 / 100;
                        duty_cycle[7] = PWM_PERIOD * 25 / 100;
                    end
                    2: begin
                        duty_cycle[0] = PWM_PERIOD * 70 / 100;
                        duty_cycle[1] = PWM_PERIOD * 85 / 100;
                        duty_cycle[2] = PWM_PERIOD;
                        duty_cycle[3] = PWM_PERIOD * 85 / 100;
                        duty_cycle[4] = PWM_PERIOD * 70 / 100;
                        duty_cycle[5] = PWM_PERIOD * 55 / 100;
                        duty_cycle[6] = PWM_PERIOD * 40 / 100;
                        duty_cycle[7] = PWM_PERIOD * 25 / 100;
                    end
                    3: begin
                        duty_cycle[0] = PWM_PERIOD * 55 / 100;
                        duty_cycle[1] = PWM_PERIOD * 70 / 100;
                        duty_cycle[2] = PWM_PERIOD * 85 / 100;
                        duty_cycle[3] = PWM_PERIOD;
                        duty_cycle[4] = PWM_PERIOD * 85 / 100;
                        duty_cycle[5] = PWM_PERIOD * 70 / 100;
                        duty_cycle[6] = PWM_PERIOD * 55 / 100;
                        duty_cycle[7] = PWM_PERIOD * 40 / 100;
                    end
                    4: begin
                        duty_cycle[0] = PWM_PERIOD * 40 / 100;
                        duty_cycle[1] = PWM_PERIOD * 55 / 100;
                        duty_cycle[2] = PWM_PERIOD * 70 / 100;
                        duty_cycle[3] = PWM_PERIOD * 85 / 100;
                        duty_cycle[4] = PWM_PERIOD;
                        duty_cycle[5] = PWM_PERIOD * 85 / 100;
                        duty_cycle[6] = PWM_PERIOD * 70 / 100;
                        duty_cycle[7] = PWM_PERIOD * 55 / 100;
                    end
                    5: begin
                        duty_cycle[0] = PWM_PERIOD * 25 / 100;
                        duty_cycle[1] = PWM_PERIOD * 40 / 100;
                        duty_cycle[2] = PWM_PERIOD * 55 / 100;
                        duty_cycle[3] = PWM_PERIOD * 70 / 100;
                        duty_cycle[4] = PWM_PERIOD * 85 / 100;
                        duty_cycle[5] = PWM_PERIOD;
                        duty_cycle[6] = PWM_PERIOD * 85 / 100;
                        duty_cycle[7] = PWM_PERIOD * 70 / 100;
                    end
                    6: begin
                        duty_cycle[0] = PWM_PERIOD * 25 / 100;
                        duty_cycle[1] = PWM_PERIOD * 25 / 100;
                        duty_cycle[2] = PWM_PERIOD * 40 / 100;
                        duty_cycle[3] = PWM_PERIOD * 55 / 100;
                        duty_cycle[4] = PWM_PERIOD * 70 / 100;
                        duty_cycle[5] = PWM_PERIOD * 85 / 100;
                        duty_cycle[6] = PWM_PERIOD;
                        duty_cycle[7] = PWM_PERIOD * 85 / 100;
                    end
                    7: begin
                        duty_cycle[0] = PWM_PERIOD * 25 / 100;
                        duty_cycle[1] = PWM_PERIOD * 25 / 100;
                        duty_cycle[2] = PWM_PERIOD * 25 / 100;
                        duty_cycle[3] = PWM_PERIOD * 40 / 100;
                        duty_cycle[4] = PWM_PERIOD * 55 / 100;
                        duty_cycle[5] = PWM_PERIOD * 70 / 100;
                        duty_cycle[6] = PWM_PERIOD * 85 / 100;
                        duty_cycle[7] = PWM_PERIOD;
                    end
                endcase
            end
        end
    end
endmodule 
==> metrics.yaml <==
final_timing:
  hold_violations: 0
  fin_worst_skew_ns: 0.0121
  timing.final.ws_setup_ns: 2.11
  drv_slew: 0
  min_period_ns: 3.99
  fin_crit_sh_pct: 65.5
  totalNegativeSetupSlack_ns: 0
  tightest_slew_ns: 0.763
  rsz0062_at_grt: "no"
  setup_violations: 0
  max_freq_mhz: 250
  max-slew-margin-rel_pct: 49.2
logic_synthesis:
  yosysChipArea_mm2: 0.00537
  simple_gate_share_pct: 12.2
  adder_share_pct: 16.9
  ys_types: 52
  synth_warnings: 2
  synthXorXnorAreaFrac_pct: 2.61
  mux_share_pct: 0.186
  topCombFamilyByArea: "adder cells"
  synthCells: 481
  yosys_cells: 481
  ys_ff: 99
  synthAoiAreaFrac_pct: 10.4
  syn_avg_cell_area_um2: 11.2
  syn_area_mm2: 0.00537
  synth-seq-area-share_pct: 51.4
cts:
  root_buffer: "clkbuf_16"
  cts_sinks: 99
  cts_max_level: 3
  cts-resized-gates: 0
  clk_pin_slew_ns: 0.07
  cts_buffers: 9
  cts_hold_buf: 0
  clock_path_buffers: 2
  cts_tree: "built"
  cts_setup_buffers: 0
  insertion_delay_ns: 0.35
worst_setup_path:
  startpoint_type: "register"
  critical_path.cell_chain: "ha_1 -> a21oi_1 -> o22ai_1 -> o211a_1 -> nor4_1 -> clkdlybuf4s50_1"
  critical_path_depth: 6
  reg2regPathDepth: 4
  timing.critical_path.to_type: "primary output"
  slowest_delay_ns: 0.74
  slowest_stage: "dfxtp_1"
  critPathArrivalTime_ns: 2.77
  crit_buf_inv: 1
  crit_path_max_fanout: 11
  setup.worst_path.class: "reg -> out"
  crit_required_ns: 4.88
  path_delay_family: "flip-flops"
drt:
  drtIter0Drc: 284
  drtAntennaViolNets: 0
  n_antenna_cell: 0
  drc: 0
  totalWireLength_um: 11000
  vias: 3450
  routed_via_density: 4.66
  wl_per_cell_um: 14.9
  drt_first_pass_iters: 6
placed_design:
  gp_congestion: 0.914
  dp_slack_ns: 2.47
  hpwl_um: 7860
  dp.cells: 725
  port_buffers: 8
floorplan:
  rows: 48
  dieArea_mm2: 0.0185
  fp.dieH_um: 136
  initial_utilization_pct: 30.9
  coreArea_mm2: 0.0174
  die_w_um: 136
  ios: 9
layout:
  drive_gt1_share_pct: 6.40
  synthToLayoutAreaGrowth_pct: 13.1
  utilization_pct: 34.9
  layout_top_cell: "edfxtp_1"
  layout_top_cells: "edfxtp_1, inv_1, ha_1, nand2_1, nor2_1"
  final_cells: 741
job:
  drv_cap: 0
  warning_count: 34
run_status:
  outcome: "finished clean"
pwr:
  p_leak_nw: 2.79
  p_per_area_mw_per_mm2: 405
  irDropWorstVdd_uv: 175
grt:
  grt_use_total_pct: 13.0
  antenna_found_initial: 0
  grt_max_degree: 60
  overflow: 0
  grt_pass1_vias: 3329
  grt_pass1_wl_um: 17600
worst_hold_path:
  hold_path_class: "reg -> reg"
  whs_path_depth: 1
[layout make-up]
cell class,instances,area (um2)
clock buffers,9,225
clock inverters,7,82.6
inverters,76,285
repair buffers,11,103
well taps,225,282
flip-flops and latches,99,2760
multi-input cells,314,2340
fillers,1707,11300
[flip-flops by register name, summed over array words and instances (netlist names)]
name and count:
pwm_counter 21, duty_cycle 58, head_pos 3, direction 1, throb_counter 16
[final timing paths]
| check | start | to | slack [ns] |
|---|---|---|---|
| setup / recovery | pwm_counter[9] | PMOD7 | 2.11 |
| setup reg to reg | pwm_counter[10] | duty_cycle[2][8] | 3.68 |
| hold reg to reg | pwm_counter[0] | pwm_counter[0] | 0.45 |
| hold / removal | pwm_counter[0] | pwm_counter[0] | 0.45 |
[routing by layer]
| metal | share of wire [%] | global-route usage [%] |
|---|---|---|
| met4 | 2.4 | 2.75 |
| met2 | 44 | 19.1 |
| met5 | 0 | 0 |
| met3 | 6.2 | 3.76 |
| met1 | 47 | 19.9 |
[per-stage QoR]
step	area (um2)	hold WS, ns	total power, mW
5_1_grt	6080	0.464	2.63
6_report	6080	0.450	2.46
2_1_floorplan	5430	0.418	1.65
3_3_place_gp	5770	0.430	1.87
3_5_place_dp	5770	0.441	1.88
4_1_cts	6080	0.451	2.47
[kinds of logic after synthesis]
kind of cell / Yosys count
AND-OR/OR-AND: 82
XOR/XNOR: 16
adder cells (fa/ha/maj): 72
buffers and inverters: 84
flip-flops: 99
multiplexers: 1
other: 1
AND/OR/NAND/NOR: 126
[report_power, final]
group / internal (mW) / switching (mW)
combinational: 0.265 / 0.481
clock: 0.325 / 0.263
sequential: 1.03 / 0.0934
[synthesized netlist by cell type (all sizes together)]
cell type  count  area share, %
conb           1          0.070
nor4b          1           0.16
o211a          2           0.37
inv           76            5.3
a211o          3           0.51
or2            3           0.35
and2           1           0.14
nor3b          1           0.14
o21a           3           0.42
and4           4           0.65
nand3b         1           0.14
and3           4           0.49
ha            71             17
nand4          6           0.70
o2111ai        2           0.33
o22ai          2           0.23
nand3         14            1.5
xnor2         10            1.6
xor2           6           0.98
nand2         33            2.3
o311ai         1           0.16
buf            6           0.77
o21bai         2           0.49
nor4           5           0.86
nor2b          6           0.70
a21o           7           0.98
nand2b        10            1.3
dfxtp         21            7.8
o211ai         3           0.42
a211oi         5           0.70
nor2          31            2.2
edfxtp        78             44
clkbuf         2           0.16
a21boi         1           0.14
a31oi          3           0.35
o21ai         16            1.5
a2111oi        5            1.3
a21oi         27            2.5
mux2i          1           0.19
nor3           6           0.56
fa             1           0.37
Power is estimated from default activity; no workload was simulated.
